==> flow/design.v <==
module Lab3_NAVARRO_J(clk, rst, player1Button, accessControlSwitch, accessButton, player2Button, player2Input,
tensDigit, onesDigit, greenLED1, redLED1, greenLED2, redLED2, randomNumber1, sum, player2InputDisplay, 
tensDigitDisplay, onesDigitDisplay);
	input clk, rst, player1Button, accessButton, player2Button;  
	input [3:0] accessControlSwitch, player2Input, tensDigit, onesDigit;
	output greenLED1, redLED1, greenLED2, redLED2;
	output [6:0] randomNumber1, sum, player2InputDisplay, tensDigitDisplay, onesDigitDisplay;
	wire buttonOutputAccess, buttonOutputPlayer2, loadPlayer1Pass, loadPlayer2Pass, noBorrowDown;
	wire enable, reconfigButton, pulseOut;
	wire [3:0] randomNum, onesDigitWire, tensDigitWire, player2InputWire, sumCalculated;
	buttonShaper buttonShaperAccess(clk, rst, accessButton, buttonOutputAccess);
	buttonShaper buttonSahperPlayer2(clk, rst, player2Button, buttonOutputPlayer2);
	accessController accessController1(clk, rst, player1Button, buttonOutputPlayer2, accessControlSwitch, buttonOutputAccess,
	loadPlayer1Pass, loadPlayer2Pass, greenLED2, redLED2, noBorrowDown, reconfigButton, enable);
	loadRegister loadRegisterPlayer2(clk, rst, loadPlayer2Pass, player2Input, player2InputWire);
	oneSecondTimer oneSecondTimer1(clk, rst, enable, pulseOut);
	trueRNG randomNumberGenerator(clk, rst, loadPlayer1Pass, randomNum);
	twoDigitTimer twoDigitTimer1(clk, rst, pulseOut, reconfigButton, onesDigit, tensDigit, onesDigitWire, 
	tensDigitWire, noBorrowDown);
	adder adderSumTotal(randomNum, player2InputWire, sumCalculated);
	ledToggle ledToggle1(sumCalculated, redLED1, greenLED1);
	sevenSegDecoder randomNum1(randomNum, randomNumber1);
	sevenSegDecoder sum1(sumCalculated, sum);
	sevenSegDecoder player2(player2InputWire, player2InputDisplay);
	sevenSegDecoder onesDigit1(onesDigitWire, onesDigitDisplay);
	sevenSegDecoder tensDigit1(tensDigitWire, tensDigitDisplay);
endmodule 
module Timer100MS(clk, rst, enable, pulseOut);
	input clk, rst, enable;
	output pulseOut;
	wire msPulse;
	oneMSTimer oneMSTimer_1(clk, rst, enable, msPulse);
	countTo100 countTo100_1(clk, rst, enable, msPulse, pulseOut);
endmodule 
module accessController(clk, rst, loadPlayer1, loadPlayer2, passWord, passWordEnter, loadPlayer1Pass, loadPlayer2Pass, green, red, noBorrowDown, reconfigButton, enable);
	input clk, rst, loadPlayer1, loadPlayer2, passWordEnter, noBorrowDown;
	input [3:0] passWord;
	output loadPlayer1Pass, loadPlayer2Pass, green, red, reconfigButton, enable;
	reg loadPlayer1Pass, loadPlayer2Pass, green, red, reconfigButton, enable;
	reg passWordFlag;
	reg [3:0] state;
	parameter state0 = 4'b0000, state1 = 4'b0001;
	parameter state2 = 4'b0010, state3 = 4'b0011;
	parameter state4 = 4'b0100, state5 = 4'b0101;
	parameter state6 = 4'b0110, state7 = 4'b0111;
	parameter state8 = 4'b1000, state9 = 4'b1001;
	always @ (posedge clk)
		begin
			if(rst == 0)
				begin
					state <= state0;
					passWordFlag = 1'b1;
				end
			else
				begin
					case(state)
						state0:
							begin
								loadPlayer1Pass <= 1'b1;  
								loadPlayer2Pass <= 1'b0;
								green <= 1'b0;
								red <= 1'b1;
								passWordFlag = 1'b1;
								if(passWordEnter == 1'b1)
									begin
										if(passWord == 4'b0100)
											begin
											end
										else
											begin
												passWordFlag = 1'b0;
											end
										state <= state1;
									end
								else
									begin
										state <= state0;
									end
							end
						state1:
							begin
								loadPlayer1Pass <= 1'b1;  
								loadPlayer2Pass <= 1'b0;
								green <= 1'b0;
								red <= 1'b1;
								if(passWordEnter == 1'b1)
									begin
										if(passWord == 4'b0010)
											begin
											end
										else
											begin
												passWordFlag = 1'b0;
											end
										state <= state2;
									end
								else
									begin
										state <= state1;
									end
							end
						state2:
							begin
								loadPlayer1Pass <= 1'b1;  
								loadPlayer2Pass <= 1'b0;
								green <= 1'b0;
								red <= 1'b1;
								if(passWordEnter == 1'b1)
									begin
										if(passWord == 4'b0000)
											begin
											end
										else
											begin
												passWordFlag = 1'b0;
											end
										state <= state3;
									end
								else
									begin
										state <= state2;
									end
							end
						state3:
							begin
								loadPlayer1Pass <= 1'b1;  
								loadPlayer2Pass <= 1'b0;
								green <= 1'b0;
								red <= 1'b1;
								if(passWordEnter == 1'b1)
									begin
										if(passWord == 4'b0111)
											begin
											end
										else
											begin
												passWordFlag = 1'b0;
											end
										state <= state4;
									end
								else
									begin
										state <= state3;
									end
							end
						state4:
							begin
								if(passWordFlag == 1'b0)
									begin
										state <= state0;			
									end
								else
									begin
										state <= state5;
									end
							end
						state5:
							begin
								red <= 1'b0;
								green <= 1'b1;
								state <= state6;
							end
						state6:
							begin
								if(passWordEnter == 1)
									begin
										reconfigButton <= 1;
										state <= state7;
									end
								else
									begin
										state <= state6;
									end
							end
						state7:
							begin
								reconfigButton <= 0;
								if(passWordEnter == 1)
									begin
										state <= state8;	
									end
								else
									begin
										state <= state7;
									end
							end
						state8:
							begin
								enable <= 1;
								loadPlayer1Pass <= loadPlayer1;  
								loadPlayer2Pass <= loadPlayer2;
								if(noBorrowDown == 1)
									begin
										state <= state9;
									end
								else
									begin
										state <= state8;
									end
							end
						state9:
							begin
								enable <= 0;
								loadPlayer1Pass <= 1'b1;  
								loadPlayer2Pass <= 1'b0;
								if(passWordEnter == 1)
									begin
										reconfigButton <= 1;
										state <= state7;
									end
								else
									begin
										state <= state9;
									end						
							end
						default:
							begin
								state <= state0;
								passWordFlag = 1'b1;
							end
					endcase
				end
		end
endmodule
module adder(num1, num2, sum);
	input [3:0] num1, num2;
	output [3:0] sum;
	reg [3:0] sum;
	always @ (num1, num2)
		begin
			sum = num1 + num2;
		end
endmodule 
module buttonShaper(clk, rst, buttonInput, buttonOutput); 
	input clk, rst, buttonInput;
	output buttonOutput;
	reg buttonOutput;
	reg [1:0] state, nextState;
	parameter initialState = 2'b00;
	parameter pulseState = 2'b01;
	parameter waitState = 2'b10;
	parameter state3 = 2'b11;
	always @ (posedge clk)
		begin
			if(rst == 0)  
				begin
					state <= initialState;
				end
			else
				begin
					state <= nextState;
				end
		end
	always @ (state, buttonInput)
		begin
			case(state)
				initialState:
					begin
						buttonOutput = 1'b0;
						if(buttonInput == 1)
							begin
								nextState <= initialState;
							end
						else
							begin
								nextState <= pulseState;
							end
					end
				pulseState:
					begin
						buttonOutput = 1'b1;
						nextState <= waitState;
					end
				waitState:
					begin
						buttonOutput = 1'b0;
						if(buttonInput == 1)
							begin
								nextState <= initialState;
							end
						else
							begin
								nextState <= waitState;
							end
					end
				default:
					begin
						buttonOutput = 1'b0;
						nextState = initialState;
					end
			endcase
		end
endmodule 
module countTo10(clk, rst, enable, pulseIn, pulseOut);
	input clk, rst, enable, pulseIn;
	output reg pulseOut;
	reg [3:0] count;
	always @ (posedge clk)
		begin
			if(enable == 0)
				begin 
				end
			else
				begin
					if(rst == 0)
						begin
							count <= 0;
							pulseOut <= 0;
						end
					else 
						begin
							if( pulseIn == 1 && ((count == 9) | (count > 9)))  
								begin
									count <= 0;
									pulseOut <= 1;	
								end
							else if (pulseIn == 1)
								begin
									count <= count + 1;
									pulseOut <= 0;
								end
							else
								begin
									pulseOut <= 0;
								end
						end
				end
		end
endmodule
module countTo100(clk, rst, enable, pulseIn, pulseOut);
	input clk, rst, enable, pulseIn;
	output reg pulseOut;
	reg [6:0] count;
	always @ (posedge clk)
		begin
			if(enable == 0)
				begin 
				end
			else
				begin
					if(rst == 0)
						begin
							count <= 0;
							pulseOut <= 0;
						end
					else 
						begin
							if(pulseIn == 1)  
								begin
										if((count == 99) | (count> 99))
											begin
												pulseOut = 1;
												count <= 0;
											end
										else
											begin
												pulseOut <= 0;
												count <= count + 1;	
											end	
								end
							else
								begin
									pulseOut <= 0;
								end
						end
				end
		end
endmodule
module counter(clk, rst, buttonIn, countOutput);
	input clk, rst, buttonIn;
	output reg [3:0] countOutput;
	reg [3:0] count;
	assign buttonCount = ~buttonIn;
	always @ (posedge clk)
		begin
			if(rst == 0)
				begin
					count <= 0;
				end
			else if((count == 15) | (count > 15))
				begin
					count <= 0;		
				end
			else
				begin
					if( buttonCount == 1)
						begin
							count <= count + 1;
						end
					else
						begin
							countOutput <= count;
						end
				end
		end
endmodule
module digitTimer(clk, rst, confirmButtonNum, timeAmountInput, borrowUp, noBorrowUp, 
borrowDown, noBorrowDown, timeToDisplay);
	input clk, rst, confirmButtonNum, noBorrowUp, borrowDown;
	output reg borrowUp, noBorrowDown;
	input [3:0] timeAmountInput;
	reg [3:0] timeAmount;
	output reg [3:0] timeToDisplay;
		always @ (posedge clk)
		begin
			if(rst == 0)
				begin
					timeToDisplay <= 0;
					timeAmount <= 0;
				end
			else
				begin
					if(confirmButtonNum == 1)
						begin
							if(timeAmountInput > 9)
								begin 
									timeAmount <= 9;
								end
							else
								begin
									timeAmount <= timeAmountInput;
								end
							timeToDisplay <= timeAmount;
							if(timeAmount == 0)
								begin
									noBorrowDown <= 1;
								end
							else
								begin
									noBorrowDown <= 0;
								end
						end
					else
						begin
							timeToDisplay <= timeAmount;
							if( borrowDown == 1)
								begin
									if(timeAmount > 0)
										begin
											if(timeAmount == 1 && noBorrowUp == 1)
												begin
													borrowUp <= 1;
													timeToDisplay <= 0;
													timeAmount <= 0;
													noBorrowDown <= 1;
												end
											else
												begin
													timeAmount <= timeAmount - 1;
													timeToDisplay <= timeAmount;
													noBorrowDown <= 0;
													borrowUp <= 0;  
												end
										end
									else if(timeAmount == 0)
											begin
												timeToDisplay <= 0;  
												if(noBorrowUp == 1)
													begin
													end
												else if(noBorrowUp == 0)
													begin
														timeAmount <= 9;
														timeToDisplay <= timeAmount;
													end
												borrowUp <= 1;
											end
								end
							else
								begin
									if(timeAmount==0)
										begin
											if(noBorrowUp==0)
												begin
													noBorrowDown<=0;
												end
											else
												begin
													borrowUp<=0;
													noBorrowDown<=1;
												end
										end
									else
										begin
											noBorrowDown<=0;
											borrowUp<=0;
										end
								end
						end
				end
		end
endmodule 
module ledToggle(sum, red, green);
	input [3:0] sum;
	output red, green;
	reg red, green;
	always @ (sum)
		begin
		if (sum == 15)
			begin
			red = 0;
			green = 1;
			end 
		else
			begin
			red = 1; 
			green = 0;
		end
	end
endmodule			
module loadRegister(clk, rst, loadPlayer, playerInput, playerOutput);
	input clk, rst, loadPlayer;
	input [3:0] playerInput;
	output [3:0] playerOutput;
	reg [3:0] playerOutput;
	always @ (posedge clk)
		begin
			if(rst == 0)
				begin
					playerOutput <= 0;
				end
			else
				begin
					if(loadPlayer == 1) 
						begin
							playerOutput <= playerInput;
						end
				end
		end
endmodule 
module oneMSTimer(clk, rst, enable, pulseOut);
	input clk, rst, enable;
	output reg pulseOut;
	reg [15:0] count;
	always @ (posedge clk)
		begin
			if(enable == 0)
				begin 
				end
			else
				begin
					if(rst == 0)
						begin
							count <= 0;
							pulseOut <= 0;
						end
					else 
						begin
						if((count == 49999) | (count > 49999))  
						begin
							count <= 0;
							pulseOut <= 1;	
						end
						else 
						begin
							count <= count + 1;
							pulseOut <= 0;
						end
						end
				end
		end
endmodule
module oneSecondTimer(clk, rst, enable, pulseOut);
	input clk, rst, enable;
	output pulseOut;
	wire ms100pulse;
	Timer100MS Timer100MS1(clk, rst, enable, ms100pulse);
	countTo10 countTo10_1(clk, rst, enable, ms100pulse, pulseOut);		
endmodule
module sevenSegDecoder(numIn, numOut);
	input [3:0] numIn;
	output [6:0] numOut;
	reg [6:0] numOut;
	always @ (numIn)
		begin
		case(numIn)
			4'b0000: begin numOut = 7'b1000000; end
			4'b0001: begin numOut = 7'b1111001; end
			4'b0010: begin numOut = 7'b0100100; end
			4'b0011: begin numOut = 7'b0110000; end
			4'b0100: begin numOut = 7'b0011001; end
			4'b0101: begin numOut = 7'b0010010; end
			4'b0110: begin numOut = 7'b0000010; end
			4'b0111: begin numOut = 7'b1111000; end
			4'b1000: begin numOut = 7'b0000000; end
			4'b1001: begin numOut = 7'b0011000; end
			4'b1010: begin numOut = 7'b0001000; end
			4'b1011: begin numOut = 7'b0000011; end
			4'b1100: begin numOut = 7'b1000110; end
			4'b1101: begin numOut = 7'b0100001; end
			4'b1110: begin numOut = 7'b0000110; end
			4'b1111: begin numOut = 7'b0001110; end
			default: begin numOut = 7'b1111111; end
		endcase
	end
endmodule 
module trueRNG(clk, rst, buttonIn, randomNum);
	input clk, rst, buttonIn;
	output [3:0] randomNum;
	counter count1(clk, rst, buttonIn, randomNum);
endmodule
module twoDigitTimer(clk, rst, oneSecTime, timeInput1Button, timeInput1, timeInput10, timeToDisplay1, timeToDisplay10, noBorrowDown1);
	input clk, rst, oneSecTime, timeInput1Button;
	input [3:0] timeInput1, timeInput10;
	output [3:0] timeToDisplay1, timeToDisplay10;
	output noBorrowDown1;
	wire borrowUp1, noBorrowDown10;
	wire dontCare;
	digitTimer digitTimer1(clk, rst, timeInput1Button, timeInput1, borrowUp1, noBorrowDown10, oneSecTime, noBorrowDown1, timeToDisplay1);
	digitTimer digitTimer10(clk, rst, timeInput1Button, timeInput10, dontCare, 1, borrowUp1, noBorrowDown10, timeToDisplay10);
endmodule 
==> flow/run.sh <==
#!/bin/bash
# OpenROAD 26Q1-2900-gdf79404cd8, Yosys 0.63+post, stock flow scripts
make -C /OpenROAD-flow-scripts/flow DESIGN_CONFIG=/design/flow/config.mk WORK_HOME=/design/flow/orfs finish
==> flow/config.mk <==
export PLATFORM = sky130hd
export DESIGN_NAME = Lab3_NAVARRO_J
export DESIGN_NICKNAME = Lab3_NAVARRO_J
export VERILOG_FILES = /design/flow/design.v
export SDC_FILE = /design/flow/constraint.sdc
export NUM_CORES = 4
export LEC_CHECK = 1
export CORE_UTILIZATION = 50
==> flow/constraint.sdc <==
current_design Lab3_NAVARRO_J

set clk_period 4.3
set clk_io_pct 0.2

create_clock -name clk0 -period $clk_period [get_ports {clk}]

set non_clock_inputs [all_inputs -no_clocks]
set_input_delay [expr $clk_period * $clk_io_pct] -clock clk0 $non_clock_inputs
set_output_delay [expr $clk_period * $clk_io_pct] -clock clk0 [all_outputs]
==> impl_metrics.ini <==
; implementation run metrics
[grt]
grt_pass1_vias = 3812
antenna_found_initial = 0
grt_pass1_wl_um = 17500
grt_overflow = 0
grt_start_max_net_pins = 30
grt_usage = 0.193

[worst_setup_path]
start_kind = flip-flop
worstRegToRegCells = 8
critPathCaptureType = primary output
worstPathRequired_ns = 3.44
crit_path_top_delay_cell = xor2_1
worstSetupPathType = reg -> out
crit_family = adder cells
crit_buf_inv = 2
cp_cell_sequence = ha_1, fa_1, xor2_1, nand2_1, or2_2, inv_1, clkdlybuf4s50_1
cp.depth = 7
r2r-start = twoDigitTimer1.digitTimer10.timeAmount[3]$_SDFFE_PN0P_
worst_ep_arrival_time_ns = 3.02
crit_start = randomNumberGenerator.count1.countOutput[0]$_DFFE_PP_
worstPathMaxFanout = 10
critPathMaxStageDelay_ns = 0.53

[synth]
synthTopLogicFamily = simple AND/OR/NAND/NOR gates
flop_cell = dfxtp_1
synth_adder_area_share = 0.0968
most_common_cell = nor2_1
syn_inst = 588
synth.area.mux_share = 0.0402
ys_seq_frac = 0.446
ys_sh_xor = 0.0466
aoi_share = 0.150
yosys_warnings = 13
avgSynthCellArea_um2 = 9.58
ys_cells = 588
netlist.area_leader.share = 0.229
simple_gate_share = 0.176
synth_cell_type_count = 64
synthArstFlopShare = 0
common_cells = nor2_1, dfxtp_1, nand2_1
yosysChipArea_mm2 = 0.00563
post-synth-top-area-cell = edfxtp_1
edf_count = 43
synth_area_mm2 = 0.00563
top_cells_by_area = edfxtp_1, dfxtp_1, ha_1
synth-seq-cells = 104

[timing]
fin_tns_setup_ns = 0
rsz0062_at_grt = no
slew_viol_final = 0
finalCritPeriodShare = 0.903
hold_viol = 0
finalSetupViolations = 0
period_minus_slack_ns = 3.88
tightest_slew_ns = 0.700
relSlewSlack = 0.533
fmax_ghz = 0.258
skew_ns = 0.0107

[clock_tree]
cts_buffers = 9
cts_hold_buffers = 0
cts-root-buf = clkbuf_8
post-cts-setup-buffers = 0
insertion_delay_ns = 0.38
cts_max_level = 3
cts_tree = yes
cts_resized = 0
cts.path.max_buffers = 2
clk_pin_slew_worst_paths_ns = 0.10
numClockSinks = 104

[placement]
place_congestion = 0.817
dp.cells = 773
portBuffers = 59
hpwlAfterDp_um = 7180

[run_status]
outcome = finished, final reports clean

[min_path]
holdPathStages = 2
min_path_type = reg -> reg
min-delay-start = buttonShaperAccess.state[1]$_DFF_P_

[floorplan]
die_w_um = 108
dieArea_mm2 = 0.0117
die_h_um = 108
io_pins = 60
core_area_mm2 = 0.0109
fp-utilization = 0.517
rows = 38

[job]
warnings = 54
maxCapViolCount = 0

[power_and_ir_drop]
peakVddDrop_mv = 0.279
p_leak_nw = 2.64
p_per_area_mw_per_mm2 = 331

[routing]
drtPass1Iterations = 4
antennaDiodeCount = 0
wl_um = 10200
via_per_inst = 5.39
drcViolationCount = 0
vias = 4256
ant_nets = 0
post_drt_wl_per_cell_um = 13.0
drt-initial-drc-count = 263

[cells_and_area]
syn2layout_area_growth_pct = 16.8
layout-drive-gt1-share = 0.0832
layout.cells.non_filler = 789
-- power breakdown --
group / leakage (nW) / switching, mW / internal, mW
clock: 0.121 / 0.347 / 0.389
combinational: 1.59 / 0.148 / 0.184
sequential: 0.932 / 0.0363 / 1.07
total: 2.64 / 0.531 / 1.64
-- flip-flops by register name, indices dropped and copies added (netlist names), 3 cells and up --
signal                                          cells
accessController1.state                            10
onesDigitDisplay                                    7
oneSecondTimer1.countTo10_1.count                   4
buttonSahperPlayer2.state                           3
randomNumber1                                       7
randomNumberGenerator.count1.count                  4
twoDigitTimer1.digitTimer10.timeAmount              4
twoDigitTimer1.digitTimer1.timeAmount               4
oneSecondTimer1.Timer100MS1.oneMSTimer_1.count     16
loadRegisterPlayer2.playerOutput                    4
randomNumberGenerator.count1.countOutput            4
tensDigitDisplay                                    7
buttonShaperAccess.state                            3
oneSecondTimer1.Timer100MS1.countTo100_1.count      7
player2InputDisplay                                 7
-- area by class of cell --
class | count | area, um^2
sequential | 104 | 2510
multi-input combinational | 424 | 2870
timing repair buffer | 64 | 628
clock buffer | 9 | 124
tap | 140 | 175
clock inverter | 7 | 119
fill | 911 | 4310
inverter | 41 | 154
-- tightest hold or removal path, stage by stage (launching register included) --
cell      delay [ns]
dfxtp_1         0.32
nand2b_1        0.06
a21oi_1         0.06
-- path summary, 6_finish.rpt --
kind         slack (ns)                                  end
max reg2reg        1.85          tensDigitDisplay[3]$_DFF_P_
min                0.48  buttonShaperAccess.state[1]$_DFF_P_
min reg2reg        0.48  buttonShaperAccess.state[1]$_DFF_P_
max                0.42                            greenLED1
-- metrics by stage --
stage	utilization	area [um^2]	hold WS, ns	total power, mW	setup slack, ns
2_1_floorplan	-	5630	0.407	1.32	1.47
3_3_place_gp	0.582	6340	0.458	1.46	0.848
3_5_place_dp	0.582	6340	0.465	1.46	0.805
4_1_cts	0.604	6580	0.481	2.20	0.383
5_1_grt	0.604	6580	0.506	2.29	0.184
6_report	0.604	6580	0.479	2.18	0.419
-- logic make-up (layout without fill, tap and decap cells) --
group                      after synthesis  after routing
muxes                                   22             22
DFF                                    104            104
AOI/OAI and AO/OA                      126            126
xor gates and xnor gates                30             30
adders and majority gates               43             43
and+or+nand+nor                        203            203
buffers and inverters                   60            121
-- cell usage in the layout, fill, tap and decap left out, types with 3 or more instances in the layout --
cell type | synthesis | layout
or2_2 | 3 | 3
a31oi_1 | 9 | 9
o31ai_1 | 4 | 4
a22o_1 | 4 | 4
o21a_1 | 6 | 6
and3_1 | 11 | 11
mux2i_1 | 17 | 17
clkdlybuf4s50_1 | 0 | 59
a211oi_1 | 5 | 5
ha_1 | 42 | 42
dfxtp_1 | 61 | 61
clkbuf_8 | 1 | 9
xnor2_1 | 17 | 17
a21o_1 | 5 | 5
nand2_1 | 46 | 46
a221oi_1 | 3 | 3
mux2_2 | 5 | 5
inv_1 | 39 | 39
or3_1 | 3 | 3
nor2_2 | 9 | 9
nand3b_1 | 3 | 3
nor4_1 | 3 | 3
bufinv_16 | 0 | 3
nand3_1 | 23 | 23
edfxtp_1 | 43 | 43
xor2_1 | 13 | 13
nor3b_1 | 5 | 5
buf_4 | 0 | 5
nor3_1 | 15 | 15
o22ai_1 | 9 | 9
a21oi_1 | 28 | 28
nor2_1 | 62 | 62
nand2b_1 | 7 | 7
o21ai_0 | 28 | 28
-- metal layers --
metal  share of wire  GRT usage  wire [um]  up-vias
li1                -          -          -     2209
met5               0          0          0        -
met1            0.52      0.313       5370     1947
met2            0.42      0.290       4300       89
met4           0.011     0.0176        111        0
met3           0.046     0.0399        469       11
Power and IR drop assume default switching activity.
